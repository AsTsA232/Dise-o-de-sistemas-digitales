File: ./run.sh
#!/bin/bash
# OpenROAD 26Q1-2900-gdf79404cd8, Yosys 0.63+post, stock flow scripts
make -C /OpenROAD-flow-scripts/flow DESIGN_CONFIG=/design/flow/config.mk WORK_HOME=/design/flow/orfs finish
File: ./config.mk
export PLATFORM = sky130hd
export DESIGN_NAME = top
export DESIGN_NICKNAME = top
export VERILOG_FILES = /design/flow/design.v
export SDC_FILE = /design/flow/constraint.sdc
export NUM_CORES = 4
export LEC_CHECK = 1
export CORE_UTILIZATION = 50
File: ./constraint.sdc
current_design top

set clk_period 2.8
set clk_io_pct 0.2

create_clock -name clk0 -period $clk_period [get_ports {clk}]

set non_clock_inputs [all_inputs -no_clocks]
set_input_delay [expr $clk_period * $clk_io_pct] -clock clk0 $non_clock_inputs
set_output_delay [expr $clk_period * $clk_io_pct] -clock clk0 [all_outputs]
File: ./design.v
`timescale 1ns / 1ps
module counter
#(parameter N=8)(
    input clk,reset,tick,
    output [N-1:0] q
);
logic [N-1:0] state_reg,state_nxt;
always_ff @(posedge clk, posedge reset)
    if(reset)
    state_reg<=0;
    else
    state_reg<=state_nxt;  
always_comb
    if(tick) 
        state_nxt<=state_reg +1;
    else
        state_nxt<=state_reg;
assign q=state_reg;
endmodule
`timescale 1ns / 1ps
module delayed_debouncer
#(parameter N=20)
(
        input logic sw,
        input logic reset,
        input logic clk,  
        output logic db
    );
logic[N-1:0] state_r=0;
logic[N-1:0] state_n;
always_ff @(posedge clk)
    state_r<=state_n;
assign state_n=state_r+1;
assign m_tick = (state_r == 19'b0000000000000000000) ? 1'b1: 1'b0;         
typedef enum {zero, wait1_1, wait1_2, wait1_3, one, wait0_1, wait0_2, wait0_3} state_type;
 state_type state_reg, state_next;
    always_ff @(posedge clk, posedge reset)
        if(reset)
            state_reg <= zero;
        else
            state_reg <= state_next;
    always_comb
    begin
        db<=1'b0;
        case(state_reg)
            zero:
                    if(sw)
                        state_next = wait1_1;
                    else
                        state_next = zero;
            wait1_1:
                    if(sw)
                        if(m_tick)
                            state_next = wait1_2;
                        else
                            state_next = wait1_1;
                    else
                        state_next = zero;
            wait1_2:
                     if(sw)
                        if(m_tick)
                            state_next = wait1_3;
                        else
                            state_next = wait1_2;
                    else
                        state_next = zero;                   
            wait1_3:
                     if(sw)
                        if(m_tick)
                            state_next = one;
                        else 
                            state_next = wait1_3;
                    else
                        state_next = zero;    
            one:begin
            db<=1'b1;
                    if(~sw)
                        state_next = wait0_1;
                    else
                        state_next = one;
            end
            wait0_1:begin
            db<=1'b1;
                    if(~sw)
                        if(~m_tick)
                            state_next = wait0_1;
                        else
                            state_next = wait0_2;
                    else
                        state_next = one;
            end
            wait0_2:begin
            db<=1'b1;
                     if(~sw)
                        if(~m_tick)
                            state_next = wait0_2;
                        else 
                            state_next = wait0_3;
                    else
                        state_next = one;                   
            end
            wait0_3:begin
            db<=1'b1;
                     if(~sw)
                        if(~m_tick)
                            state_next = wait0_3;
                        else
                            state_next = zero;
                    else
                        state_next = one; 
            end
            default: state_next = zero;
        endcase
    end
endmodule
`timescale 1ns / 1ps
module edge_detector(
    input logic clk,reset,
    input logic level,
    output logic tick
    );
    typedef enum {zero, one} state_type;
    state_type state_reg, state_next;
    always_ff @(posedge clk, posedge reset)
    if (reset)
        state_reg <= zero;
        else
            state_reg <= state_next;
    always_comb
    begin
        state_next = state_reg;  
        tick = 1'b0;
        case (state_reg)
            zero:
                if (level)
                    begin
                        tick = 1'b1;
                        state_next = one;
                    end
            one:
                if (~level)
                    state_next = zero;
            default: state_next = zero;
        endcase    
    end 
endmodule
`timescale 1ns / 1ps
module hex_7seg
#(parameter N=18)
(
    input [15:0] bit_in,
    input reset,clk,
    output [6:0] seven_seg,
    output [3:0] anodo
    );
logic [N-1:0] state_reg,state_next; 
logic [6:0] salida_mux, salida_decoder;
logic[3:0] salida_anodo;
   always_ff @(posedge clk, posedge reset)
   if (reset)
   state_reg <= 0;
   else
   state_reg <= state_next;
   assign state_next = state_reg + 1;
always_comb
    case(state_reg[N-1:N-2])
    2'b00:salida_mux<=bit_in[3:0];
    2'b01:salida_mux<=bit_in[7:4];
    2'b10:salida_mux<=bit_in[11:8];
    2'b11:salida_mux<=bit_in[15:12];
    endcase
always_comb
    case(salida_mux)
    4'h0: salida_decoder<=7'b0000001;
    4'h1: salida_decoder<=7'b1001111;
    4'h2: salida_decoder<=7'b0010010;
    4'h3: salida_decoder<=7'b0000110;
    4'h4: salida_decoder<=7'b1001100;
    4'h5: salida_decoder<=7'b0100100;
    4'h6: salida_decoder<=7'b0100000;
    4'h7: salida_decoder<=7'b0001110;
    4'h8: salida_decoder<=7'b0000000;
    4'h9: salida_decoder<=7'b0000100;
    4'ha: salida_decoder<=7'b0001000;
    4'hb: salida_decoder<=7'b0000000;
    4'hc: salida_decoder<=7'b0110001;
    4'hd: salida_decoder<=7'b0000001;
    4'he: salida_decoder<=7'b0110000;
    4'hf: salida_decoder<=7'b0111000;
    default:salida_decoder<=7'b0000001;
    endcase
always_comb
    case(state_reg[N-1:N-2])
    2'b00:salida_anodo<=4'b1110;
    2'b01:salida_anodo<=4'b1101;
    2'b10:salida_anodo<=4'b1011;
    2'b11:salida_anodo<=4'b0111;
    endcase
 assign seven_seg=salida_decoder;
 assign anodo=salida_anodo;
endmodule
`timescale 1ns / 1ps
module top(
    input btn,
    input clk,
    input reset,
    output logic [6:0] seven_seg,
    output logic [3:0] anodo
    );
logic [15:0] bit_in;     
logic enable_counter1,enablecounter2;
logic [7:0] q1;
logic [7:0] q2,q3;
logic level;
edge_detector u1 (.clk(clk),.reset(reset),.level(btn),.tick(enable_counter1));
counter u2 (.clk(clk),.reset(reset),.tick(enable_counter1),.q(q1));
delayed_debouncer a1 (.sw(btn),.reset(reset),.clk(clk),.db(level));
edge_detector a2 (.clk(clk),.reset(reset),.level(level),.tick(enable_counter2));
counter a3 (.clk(clk),.reset(reset),.tick(enable_counter2),.q(q2));
assign bit_in[7:0]=q1[7:0];
assign bit_in [15:8]=q2[7:0];
hex_7seg u3 (.bit_in(bit_in),.reset(reset),.clk(clk),.seven_seg(seven_seg),.anodo(anodo));
endmodule
==> run_summary.xml <==
<?xml version="1.0" encoding="UTF-8"?>
<metrics>
  <group name="status">
    <metric name="status" unit="">complete, no violations</metric>
  </group>
  <group name="synth">
    <metric name="synth.yosys.num_cells" unit="">271</metric>
    <metric name="synth_top_cell_by_area" unit="">sky130_fd_sc_hd__dfrtp_1</metric>
    <metric name="post-synth-top-count-cell" unit="">sky130_fd_sc_hd__dfrtp_1</metric>
    <metric name="synth_seq_share" unit="">0.509</metric>
    <metric name="netlist-cell-type-count" unit="">37</metric>
    <metric name="synthAdderAreaFrac" unit="">0.0465</metric>
    <metric name="edf_count" unit="">0</metric>
    <metric name="netlist_area" unit="um^2">2960</metric>
    <metric name="muxShareOfSynthArea" unit="">0.0613</metric>
    <metric name="postSynth.topFlopCell" unit="">sky130_fd_sc_hd__dfrtp_1</metric>
    <metric name="synth_simple_gate_area_share" unit="">0.177</metric>
    <metric name="compound_area_frac" unit="">0.0351</metric>
    <metric name="netlist_top_cells_area" unit="">sky130_fd_sc_hd__dfrtp_1 (35%), sky130_fd_sc_hd__dfxtp_1 (14%), sky130_fd_sc_hd__xnor2_1 (8.0%), sky130_fd_sc_hd__xor2_1 (6.2%), sky130_fd_sc_hd__ha_1 (4.7%)</metric>
    <metric name="synthesis.area_per_instance" unit="um^2">10.9</metric>
    <metric name="ys_top_cells_by_count" unit="">sky130_fd_sc_hd__dfrtp_1 (41), sky130_fd_sc_hd__xnor2_1 (27), sky130_fd_sc_hd__nand2_1 (24)</metric>
    <metric name="yosys_warnings" unit="">6</metric>
    <metric name="synth_async_sr_flop_share" unit="">0.688</metric>
    <metric name="synth-xor-area-share" unit="">0.142</metric>
    <metric name="ys_seq_elements" unit="">64</metric>
    <metric name="proportion_of_netlist_area_held_by_the_largest_area_contributor" unit="">0.347</metric>
    <metric name="synthCells" unit="">271</metric>
    <metric name="yosys-stat-area" unit="um^2">2960</metric>
    <metric name="topCombFamilyByArea" unit="">simple AND/OR/NAND/NOR gates</metric>
  </group>
  <group name="floorplanning">
    <metric name="die_h" unit="um">78.9</metric>
    <metric name="cell_row_count" unit="">27</metric>
    <metric name="floorplan.core_util" unit="">0.528</metric>
    <metric name="chipWidth" unit="um">78.9</metric>
    <metric name="ios" unit="">14</metric>
    <metric name="core_area" unit="um^2">5610</metric>
    <metric name="chipArea" unit="um^2">6230</metric>
  </group>
  <group name="worst_setup_path">
    <metric name="setup.worst_path.start_class" unit="">flip-flop</metric>
    <metric name="arrival_time_of_the_worst_setup_path" unit="ns">2.21</metric>
    <metric name="max_stage_delay" unit="ns">0.58</metric>
    <metric name="cp-end-kind" unit="">output port</metric>
    <metric name="cpMostUsedCell" unit="">sky130_fd_sc_hd__a21oi_1</metric>
    <metric name="critical_path_class" unit="">reg2out</metric>
    <metric name="crit_buf_inv" unit="">3</metric>
    <metric name="cp_data_required_time" unit="ns">2.24</metric>
    <metric name="worst-path-max-fanout" unit="">4</metric>
    <metric name="critical_path.cell_chain" unit="">mux4_2 &gt; buf_6 &gt; ha_4 &gt; inv_4 &gt; nor2_2 &gt; a21oi_1 &gt; a21oi_1 &gt; clkbuf_2</metric>
    <metric name="critPathTopFamily" unit="">multiplexers</metric>
    <metric name="timing.critical_path.slowest_stage_cell" unit="">sky130_fd_sc_hd__mux4_2</metric>
  </group>
  <group name="clock_network">
    <metric name="numCtsBuffers" unit="">9</metric>
    <metric name="clkSlewWorstSetupHoldPaths" unit="ns">0.07</metric>
    <metric name="clock_sinks" unit="">64</metric>
    <metric name="cts_tree" unit="">done</metric>
    <metric name="clkLatencyLatePin" unit="ns">0.33</metric>
    <metric name="ctsRootBufferMaster" unit="">sky130_fd_sc_hd__clkbuf_8</metric>
    <metric name="cts_max_path_buffers" unit="">2</metric>
    <metric name="cts_max_level" unit="">3</metric>
  </group>
  <group name="routing">
    <metric name="route.antenna.diode_count" unit="">0</metric>
    <metric name="final_antenna_net_count" unit="">0</metric>
    <metric name="routed_wl" unit="um">4980</metric>
    <metric name="drcViolationCount" unit="">0</metric>
    <metric name="drtIter0Drc" unit="">56</metric>
    <metric name="total_number_of_vias" unit="">1977</metric>
    <metric name="vias_per_cell" unit="">5.04</metric>
    <metric name="dr.pass1.iters" unit="">4</metric>
    <metric name="wl_per_instance" unit="um">12.7</metric>
  </group>
  <group name="final_layout">
    <metric name="fillCellCount" unit="">427</metric>
    <metric name="largest_register_ffs" unit="">20</metric>
    <metric name="fin_util" unit="">0.640</metric>
    <metric name="final-comb-area" unit="um^2">1430</metric>
    <metric name="finalNonFillerCells" unit="">392</metric>
    <metric name="area.growth.synth_to_final" unit="%">21.2</metric>
    <metric name="flip_flop_and_latch_area" unit="um^2">1510</metric>
    <metric name="drive_gt1_frac" unit="">0.225</metric>
  </group>
  <group name="flow_run">
    <metric name="drv.max_cap_violation_count" unit="">0</metric>
    <metric name="warnings" unit="">33</metric>
  </group>
  <group name="global_route">
    <metric name="grt_first_pass_wirelength" unit="um">8760</metric>
    <metric name="pin_count_of_the_biggest_net_entering_global_routing" unit="">45</metric>
    <metric name="grt_overflow_total" unit="">0</metric>
    <metric name="grt_pass1_vias" unit="">1954</metric>
    <metric name="antenna_found_initial" unit="">0</metric>
    <metric name="track_usage" unit="">0.184</metric>
  </group>
  <group name="final_timing">
    <metric name="period_utilization_post_route" unit="">0.988</metric>
    <metric name="worst_pin_slew" unit="ns">0.631</metric>
    <metric name="clock_skew" unit="ns">0.00707</metric>
    <metric name="period_needed" unit="ns">2.77</metric>
    <metric name="maxSlewViolCount" unit="">0</metric>
    <metric name="finalHoldViolations" unit="">0</metric>
    <metric name="finalSetupViolCount" unit="">0</metric>
    <metric name="fmax" unit="MHz">361</metric>
    <metric name="worst_slew_margin_rel" unit="">0.576</metric>
    <metric name="rsz_0062_raised_after_global_routing" unit="">yes</metric>
  </group>
  <group name="power">
    <metric name="worst_vdd_rail_ir_drop" unit="mV">0.622</metric>
    <metric name="leakagePower" unit="nW">1.58</metric>
    <metric name="power.density_cell_area" unit="nW/um^2">774</metric>
  </group>
  <group name="placement">
    <metric name="placement.io_buffers" unit="">13</metric>
    <metric name="finalWeightedCongestion" unit="">0.792</metric>
    <metric name="post-place-cells" unit="">358</metric>
    <metric name="hpwl" unit="um">3140</metric>
  </group>
  <group name="worst_hold_path">
    <metric name="min-delay-path-class" unit="">reg2reg</metric>
  </group>
</metrics>
==> per-stage QoR <==
stage | setup TNS (ns) | instance area, um^2 | hold slack, ns | power (mW) | setup WS [ns]
5_1_grt | -0.0993 | 3590 | 0.475 | 2.95 | -0.0463
2_1_floorplan | 0 | 2960 | 0.389 | 1.51 | 0.555
3_3_place_gp | 0 | 3200 | 0.398 | 1.78 | 0.131
4_1_cts | -0.0266 | 3560 | 0.423 | 2.70 | -0.0266
6_report | 0 | 3590 | 0.418 | 2.78 | 0.0326
3_5_place_dp | 0 | 3200 | 0.406 | 1.77 | 0.0878
==> layer usage <==
layer,global-route usage,vias up,routed length (um)
li1,-,1018,-
met1,0.301,928,2590
met2,0.271,27,2190
met3,0.0350,4,147
met4,0.0327,0,55
met5,0,-,0
==> area by class of cell <==
class | instances | share of cell area
clock buffer | 13 | 0.0415
tap | 72 | 0.0251
inverter | 12 | 0.0133
sequential | 64 | 0.420
timing repair buffer | 39 | 0.0952
clock inverter | 3 | 0.00523
multi-input combinational | 189 | 0.400
==> kinds of logic after synthesis <==
kind of cell / count (synthesis)
and+or+nand+nor: 103
adders and majority gates: 11
buffers and inverters: 18
AOI/OAI and AO/OA: 15
muxes: 12
xor gates and xnor gates: 48
DFF: 64
==> final timing paths <==
kind,start,endpoint,slack (ns),cells past startpoint
max,u3.state_reg[16],seven_seg[3],0.03,8
min,a1.state_r[0],a1.state_r[0],0.42,1
max reg2reg,a1.state_r[0],a1.state_reg[2],1.04,6
min reg2reg,a1.state_r[0],a1.state_r[0],0.42,1
max in group asynchronous,reset,u3.state_reg[16],1.73,3
min in group asynchronous,reset,u3.state_reg[1],0.67,3
==> power by group <==
group	leakage, nW	switching (mW)	internal [mW]
Clock	0.0840	0.331	0.345
Sequential	0.735	0.0971	1.01
Combinational	0.760	0.416	0.580
==> timing repair <==
action / CTS / global route
hold buffers: 0 / 0
endpoints found under the setup margin: 7 / 7
buffers inserted: 16 / 2
gates resized: 31 / 12
pin swaps: 11 / 6
==> placed cells by master, fill, tap and decap left out, types with 3 or more instances in the layout <==
master,instances
sky130_fd_sc_hd__dfstp_2,3
sky130_fd_sc_hd__nor3_1,6
sky130_fd_sc_hd__clkbuf_1,3
sky130_fd_sc_hd__mux2i_1,5
sky130_fd_sc_hd__clkdlybuf4s50_1,6
sky130_fd_sc_hd__nand3_1,23
sky130_fd_sc_hd__mux2_2,3
sky130_fd_sc_hd__a21oi_1,3
sky130_fd_sc_hd__nand2_1,24
sky130_fd_sc_hd__and3_1,4
sky130_fd_sc_hd__xor2_1,21
sky130_fd_sc_hd__mux4_2,4
sky130_fd_sc_hd__ha_4,4
sky130_fd_sc_hd__clkbuf_8,10
sky130_fd_sc_hd__xnor2_1,27
sky130_fd_sc_hd__dfxtp_1,20
sky130_fd_sc_hd__and2_1,3
sky130_fd_sc_hd__nor2_1,17
sky130_fd_sc_hd__inv_1,8
sky130_fd_sc_hd__buf_6,8
sky130_fd_sc_hd__dlygate4sd2_1,3
sky130_fd_sc_hd__dfrtp_1,40
sky130_fd_sc_hd__ha_1,6
sky130_fd_sc_hd__nand4_1,8
sky130_fd_sc_hd__buf_4,18
sky130_fd_sc_hd__a21oi_2,3
sky130_fd_sc_hd__nor4_1,8
No activity file was given, so power comes from the tool's default toggle rates.
