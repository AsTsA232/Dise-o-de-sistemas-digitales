==> /design/flow/design.v <==
`timescale 1ns / 1ps
module delay
#(parameter N=20)(
    input clk,reset,
    output logic m_tick
    );
logic[N-1:0] state_reg=0;
logic[N-1:0] state_next;
always_ff @(posedge clk)
    state_reg<=state_next;
assign state_next=state_reg+1;
assign m_tick = (state_reg == 19'b0000000000000000000) ? 1'b1: 1'b0;         
endmodule
==> /design/flow/run.sh <==
#!/bin/bash
# OpenROAD 26Q1-2900-gdf79404cd8, Yosys 0.63+post, stock flow scripts
make -C /OpenROAD-flow-scripts/flow DESIGN_CONFIG=/design/flow/config.mk WORK_HOME=/design/flow/orfs finish
==> /design/flow/config.mk <==
export PLATFORM = sky130hd
export DESIGN_NAME = delay
export DESIGN_NICKNAME = delay
export VERILOG_FILES = /design/flow/design.v
export SDC_FILE = /design/flow/constraint.sdc
export NUM_CORES = 4
export LEC_CHECK = 1
export CORE_AREA = 10 10 76 76
export DIE_AREA = 0 0 86 86
==> /design/flow/constraint.sdc <==
current_design delay

set clk_period 3.0
set clk_io_pct 0.2

create_clock -name clk0 -period $clk_period [get_ports {clk}]

set non_clock_inputs [all_inputs -no_clocks]
set_input_delay [expr $clk_period * $clk_io_pct] -clock clk0 $non_clock_inputs
set_output_delay [expr $clk_period * $clk_io_pct] -clock clk0 [all_outputs]
==> notes.md <==
The layout was made with Yosys and OpenROAD.

The share of total power dissipated in sequential elements is 0.576. As reported, the later end of the worst-skew pair has a clock insertion delay of 0.25 ns. The overall chip area is 7400 um^2. The report lists the number of standard-cell rows as 23. The cell count after synthesis came out at 76. The total inserted antenna cells is 0. In this run, post-CTS repair resized a total of 0 instances. The post-CTS setup-driven buffer insertion count is 0.

The internal power of the cells totals 382 uW. The script parses the final routing iteration and logs DRC violations as 0. The post-synthesis area per instance is 10.9 um^2.

The tree is rooted in a sky130_fd_sc_hd__clkbuf_8. The share of total power dissipated in combinational logic is 0. The relative slew slack is 0.806. The final tally of setup violations is 0. The routed via count is 510. The estimated wirelength of the detail-placed design is 855 um. The synthesis report lists the Yosys warning total as 1.

In the floorplan report the effective utilization is 0.201. In this run the vertical extent of the chip is 86 um. The clock skew is 0.00138 ns. The first-iteration detailed-routing DRC count is 46. The kind of launch point of the worst setup path is a flop. In this run the horizontal extent of the chip is 86 um.

The clock buffer count from CTS is 3. The total track usage is 0.0336. Across all setup checks in the final design, the least slack found is 0.459 ns. The clock network fraction of total power is 0.424. The number of slew-limit violations in the final report is 0.

The core region area is 4120 um^2. The start-to-end type of the worst setup path is flop to primary output. At the placement stage, the worst setup path has a slack of 0.672 ns. The switching component of the power is 79.2 uW. The number of enable-type register cells in the synthesized netlist is 0. The post-layout total power is 461 uW. IR analysis of the VDD net gives a maximum drop of 0.000363 V. The yosys-reported design area after synthesis is 828 um^2.

After synthesis, the cell types taking the most area are sky130_fd_sc_hd__dfxtp_1, sky130_fd_sc_hd__xnor2_1, sky130_fd_sc_hd__xor2_1. The number of OpenROAD warnings is 27. The layout overhead on the synthesized area is 15.4%. The signal arrival time at the worst endpoint is 1.94 ns. For this design, Yosys synthesis ends with a cell count of 76. Per the synth log, the flip-flop and latch total comes to 20. At the end of routability-driven placement, the weighted congestion stood at 0.784. The async set-reset flop share out of synthesis is 0. The number of flip-flops under the largest register name is 20.

The switching portion of total power comes to 0.172. The first global-routing pass estimated 2100 um of wire. The share of Yosys cell area claimed by the top area cell type is 0.483.

The count of port buffers added during placement is 1. The CTS tree is yes. For reference, the clock transition at the flip-flops on the worst setup and hold paths is 0.07 ns.

The ratio of cells with drive above 1 in the final layout is 0.111. The max-capacitance violation count is 0. The final layout reports a setup TNS of 0 ns.

Before any placement, the netlist area is recorded as 828 um^2. The leftover overflow at the end of global routing is 0. Per the synth stats, the flop cell with the highest instance count is sky130_fd_sc_hd__dfxtp_1. The via count of the first global-routing pass was 480. Dividing total power by cell area gives a power density of 482 nW/um^2. The final routed wire length divided by cell count is 8.46 um. The highest clock rate this design can be run at is 0.393 GHz.

The buffer depth of the longest clock path is 2. Pin placement for this block handled 3 I/O pins. The leakage power total is 0.000344 uW.

According to the timing report, the data required time at the worst endpoint equals 2.40 ns. The total of fill cells in the finished design is 433. Of all nets on the critical path, the largest fanout is 4. The final antenna-violating net count is 0. Endpoints failing hold in the final report were tallied at 0. The flow ran to the end, and the final reports show no timing, DRC or antenna violations.

Wires add up to 1110 um. The largest net degree at the start of global routing is 12. The post-route clock period utilization is 0.847. The critical path endpoint category is a primary output. The minimum clock period is 2.54 ns. Per the CTS log, the maximum H-tree level is 1. The fraction of the yosys area taken by sequential cells is 0.483. The detailed-router iteration count before antenna repair is 3.

The number of antenna violations at the first check in global routing is 0. The clock sink count is 20. The number of hold-repair buffers added at the cts stage is 0.

Note that the worst hold path type here is flop to flop. The number of vias per cell is 3.89. Setup repair after global routing left no endpoint under its margin. The unique cell type count in the Yosys netlist is 17. The largest total area in the synthesized netlist belongs to sky130_fd_sc_hd__dfxtp_1. At the pin with the least slew margin, the transition time is 0.288 ns.
power groups by stage:
stage | clock network (uW) | registers, uW | logic (uW)
CTS | 202 | 265 | 0.000154
global route | 215 | 265 | 0.000154
finish | 196 | 265 | 0.000154
Yosys cell counts, types with 2 or more instances:
master,count
sky130_fd_sc_hd__dfxtp_1,20
sky130_fd_sc_hd__xnor2_1,13
sky130_fd_sc_hd__nand2_1,6
sky130_fd_sc_hd__nand4_1,5
sky130_fd_sc_hd__xor2_1,5
sky130_fd_sc_hd__nand3_1,4
sky130_fd_sc_hd__nor2_1,4
sky130_fd_sc_hd__nor4_1,4
sky130_fd_sc_hd__inv_1,3
sky130_fd_sc_hd__and3_1,2
sky130_fd_sc_hd__ha_1,2
sky130_fd_sc_hd__nand4_4,2
sky130_fd_sc_hd__nor3_4,2
layer usage:
layer | routed length (um) | up-vias | global-route usage
li1 | - | 273 | -
met1 | 623 | 230 | 0.0506
met2 | 423 | 5 | 0.0446
met3 | 57 | 2 | 0.0153
met4 | 5 | 0 | 0.00150
met5 | 0 | - | 0
critical path: stages (launching register included):
cell and delay, ns:
sky130_fd_sc_hd__dfxtp_1 0.34, sky130_fd_sc_hd__inv_1 0.08, sky130_fd_sc_hd__ha_1 0.16, sky130_fd_sc_hd__nor4b_1 0.23, sky130_fd_sc_hd__nand4_1 0.13, sky130_fd_sc_hd__nor4_1 0.23
sky130_fd_sc_hd__clkdlybuf4s50_1 0.52
logic make-up after synthesis:
group / after synthesis / synth area share
xor gates and xnor gates: 18 / 0.190
buffers and inverters: 3 / 0.0136
and+or+nand+nor: 33 / 0.282
adders and majority gates: 2 / 0.0302
DFF: 20 / 0.483
cells in the final DEF, fill, tap and decap left out:
cell type                          n
sky130_fd_sc_hd__and4_1            1
sky130_fd_sc_hd__and3_1            2
sky130_fd_sc_hd__nand4_1           5
sky130_fd_sc_hd__nor4b_1           1
sky130_fd_sc_hd__dfxtp_1          20
sky130_fd_sc_hd__clkdlybuf4s50_1   1
sky130_fd_sc_hd__nor3_1            1
sky130_fd_sc_hd__nor2_1            4
sky130_fd_sc_hd__xnor2_1          13
sky130_fd_sc_hd__nand4_4           2
sky130_fd_sc_hd__nand3_2           1
sky130_fd_sc_hd__nor3_4            2
sky130_fd_sc_hd__nor4_1            4
sky130_fd_sc_hd__nand2_1           6
sky130_fd_sc_hd__ha_1              2
sky130_fd_sc_hd__clkbuf_8          4
sky130_fd_sc_hd__xor2_1            5
sky130_fd_sc_hd__nand3_1           4
sky130_fd_sc_hd__inv_1             3
final timing paths:
check	start	endpoint	slack, ns	cells past startpoint
max reg2reg	state_reg[0]	state_reg[16]	1.61	5
min reg2reg	state_reg[0]	state_reg[0]	0.45	1
max	state_reg[0]	m_tick	0.46	6
min	state_reg[0]	state_reg[0]	0.45	1
layout make-up:
| class | instances | area [um^2] | share of cell area |
|---|---|---|---|
| Timing Repair Buffer | 1 | 10.0 | 0.0105 |
| Clock buffer | 4 | 55.1 | 0.0576 |
| Multi-Input combinational cell | 53 | 417 | 0.436 |
| Sequential cell | 20 | 400 | 0.419 |
| Tap cell | 50 | 62.6 | 0.0654 |
| Inverter | 3 | 11.3 | 0.0118 |
stage by stage:
stage          utilization  area [um^2]  hold slack (ns)  cells
6_report             0.232          956            0.447    131
3_5_place_dp         0.219          901            0.428    127
5_1_grt              0.232          956            0.489    131
3_3_place_gp         0.219          901            0.416    127
2_1_floorplan            -          828            0.406     76
4_1_cts              0.232          956            0.447    131
Power figures rest on the tool's default switching activity, not on a simulated workload.
