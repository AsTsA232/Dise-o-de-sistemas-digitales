$ cat flow/constraint.sdc
current_design mod_m_counter

set clk_period 1.1
set clk_io_pct 0.2

create_clock -name clk0 -period $clk_period [get_ports {clk}]

set non_clock_inputs [all_inputs -no_clocks]
set_input_delay [expr $clk_period * $clk_io_pct] -clock clk0 $non_clock_inputs
set_output_delay [expr $clk_period * $clk_io_pct] -clock clk0 [all_outputs]
$ cat flow/run.sh
#!/bin/bash
# OpenROAD 26Q1-2900-gdf79404cd8, Yosys 0.63+post, stock flow scripts
make -C /OpenROAD-flow-scripts/flow DESIGN_CONFIG=/design/flow/config.mk WORK_HOME=/design/flow/orfs finish
$ cat flow/design.v
`timescale 1ns / 1ps
module mod_m_counter
    #(parameter M = 10)
    (
        input logic clk, reset,
        output logic [N - 1:0] q,
        output logic max_tick
    );
    localparam N = $clog2(M);  
    logic [N - 1:0] r_next, r_reg;
    always_ff @(posedge clk, posedge reset)
    begin
        if(reset)
            r_reg <= 0;
        else
            r_reg <= r_next;
    end
    assign r_next = (r_reg == (M - 1))? 0: r_reg + 1;
    assign q = r_reg;    
    assign max_tick = (r_reg == M - 1) ? 1'b1: 1'b0;
endmodule
$ cat flow/config.mk
export PLATFORM = sky130hd
export DESIGN_NAME = mod_m_counter
export DESIGN_NICKNAME = mod_m_counter
export VERILOG_FILES = /design/flow/design.v
export SDC_FILE = /design/flow/constraint.sdc
export NUM_CORES = 4
export LEC_CHECK = 1
export CORE_AREA = 10 10 70 70
export DIE_AREA = 0 0 80 80
==> reports/metrics.yaml <==
clock_network:
  numCtsBuffers: 3
  clockRootBuffer: "clkbuf_4"
  cts.sinks: 4
  insertion_delay_ns: 0.24
  ctsHtreeMaxLevel: 1
  hold_buffers: 0
  tritoncts: "done"
  cts.clk_slew.worst_paths_ns: 0.04
  clk_path_buf_depth: 2
worst_setup_path:
  crit_cells: 3
  critical_path.endpoint: "max_tick"
  cpLargestDelayFamily: "flip-flops"
  r2r-start: "r_reg[1]$_DFF_PP0_"
  critPathBufInv: 1
  r2r-end: "r_reg[3]$_DFF_PP0_"
  start_kind: "flop"
  crit_type: "reg2out"
  crit_path_max_fanout: 2
  required_ns: 0.88
  r2r.worst_path.cells: 5
  crit_arrival_ns: 1.05
  crit_path_cell_trace: "nor2b_2, nor3b_2, buf_2"
  crit_start: "r_reg[2]$_DFF_PP0_"
  cpPeakStageDelay_ns: 0.38
  end_kind: "output port"
  rrSetupSlack_ns: -0.03
  critical_path.slowest_cell: "dfrtp_1"
final_layout:
  syn_to_final_growth_pct: 132.9
  final_area_sq_um: 407.9
  fin_cells: 82
  largest_reg_flops: 4
  nFillCells: 400
  comb_area_sq_um: 77.57
  finalCoreUtilization_pct: 11.94
  drive_gt1_share_pct: 69.44
  flop_area_sq_um: 100.1
routing:
  post-route-drc-count: 0
  antennaDiodeCount: 0
  avgViaCountPerCell: 2.366
  detail_route.iter0.violations: 1
  drtAntennaViolNets: 0
  routed_wirelength_um: 628
  routedWlPerCell_um: 7.659
  via_count: 194
  firstDrtPassIters: 2
floorplan:
  num_rows: 21
  core_region_area_sq_um: 3416
  dieHeight_um: 80
  dieArea_sq_um: 6400
  die_w_um: 80
  pin_count: 7
  fp_util_pct: 5.128
synth:
  yosysWarnings: 1
  ys_area_sq_um: 175.2
  synth_area_sq_um: 175.2
  synth_seq_share_pct: 57.14
  synth_area_per_cell_sq_um: 10.95
  synthesis.instances: 16
  synth-seq-cells: 4
  ys_cells: 16
  synth.distinct_cells: 11
sta:
  timing.final.hold_violations: 0
  drv_slew: 0
  skew_ns: 0.005656
  fin_hold_ws_ns: 0.1920
  slew_headroom_pct: 89.40
  max_freq_ghz: 0.7853
  worstMarginPinSlew_ns: 0.1588
  setup_violations: 3
  period_needed_ns: 1.273
  timing.final.ws_setup_ns: -0.1733
  fin_crit_sh_pct: 115.8
  rsz0062_at_grt: "true"
outcome:
  violations: "setup timing"
  outcome: "complete, but fails checks"
worst_hold_path:
  hold_path.class: "in2async"
power_and_ir_drop:
  pwr-share-seq_pct: 44.4
  p_int_uw: 273.1
  vdd_drop_max_mv: 0.4745
  switchingPower_uw: 60.07
  comb_power_share_pct: 2.0
  clockPowerShare_pct: 53.5
  power_density_nw_per_um2: 816.8
  leakage_uw: 0.0001848
  switching_share_pct: 18.03
placed_design:
  globalplace.congestion: 0.7308
  dp_hpwl_um: 434.3
  portBuffers: 6
  dp.cells: 73
  postPlaceCellArea_sq_um: 330.3
grt:
  track_usage_pct: 2.111
  grt_pass1_vias: 205
  grt_max_degree: 6
  grt_pass1_wl_um: 1028
  antenna_found_initial: 0
  grt_overflow: 0
job:
  warning_count: 27
  maxCapViolCount: 0
==> how the worst min path moves through the flow <==
stage / startpoint / endpoint / slack [ns] / cells after the start
finish: reset / r_reg[3]$_DFF_PP0_ / 0.19 / 2
global route: reset / r_reg[2]$_DFF_PP0_ / 0.19 / 2
CTS: reset / r_reg[3]$_DFF_PP0_ / 0.19 / 2
==> cells in the mapped netlist <==
| cell type | instances | area, sq um |
|---|---|---|
| nand2_1 | 1 | 3.750 |
| dfrtp_1 | 4 | 100.1 |
| nor2b_2 | 1 | 8.760 |
| xnor2_1 | 1 | 8.760 |
| nor2_1 | 1 | 3.750 |
| o21ai_1 | 1 | 5.000 |
| a221o_1 | 1 | 10.01 |
| nor3b_1 | 1 | 7.510 |
| inv_1 | 3 | 11.26 |
| nor3_1 | 1 | 5.000 |
| mux2_2 | 1 | 11.26 |
==> cell families after synthesis <==
| logic type | after synthesis | share of synthesized area (%) |
|---|---|---|
| AND-OR/OR-AND | 2 | 8.569 |
| XOR/XNOR | 1 | 5.001 |
| buffers and inverters | 3 | 6.428 |
| flip-flops | 4 | 57.15 |
| multiplexers | 1 | 6.428 |
| AND/OR/NAND/NOR | 5 | 16.42 |
==> through the flow <==
stage | setup slack (ns) | setup TNS [ns] | total power, uW
after floorplan | 0.1355 | 0 | 152.3
after global placement | -0.3066 | -0.4792 | 157.0
after detailed placement | -0.3514 | -0.5732 | 156.7
after CTS | -0.1725 | -0.4272 | 340.0
after global routing | -0.2416 | -0.4640 | 356.0
final | -0.1733 | -0.2868 | 333.2
==> cells in the final DEF (no fill, tap or decap) <==
| cell type | n |
|---|---|
| a221o_1 | 1 |
| nor3b_2 | 1 |
| nor2_2 | 1 |
| nor2b_2 | 1 |
| nor3_1 | 1 |
| inv_1 | 2 |
| clkdlybuf4s50_1 | 1 |
| clkbuf_2 | 1 |
| clkbuf_4 | 3 |
| mux2_4 | 1 |
| xnor2_1 | 1 |
| buf_2 | 3 |
| buf_6 | 5 |
| inv_2 | 1 |
| o21ai_1 | 1 |
| dfrtp_1 | 4 |
| nand2_2 | 1 |
| buf_4 | 7 |
==> timing repair <==
| action | CTS | global route |
|---|---|---|
| setup endpoints to repair | 5 | 6 |
| buffers inserted | 4 | 3 |
| gates resized | 19 | 7 |
==> cell type report <==
type / count / area share [%]
multi-input combinational: 9 / 19.02
clock buffer: 3 / 5.521
tap: 46 / 14.11
inverter: 3 / 2.761
timing repair buffer: 17 / 34.05
sequential: 4 / 24.54
==> metal layers <==
metal	global-route usage, %	routed length [um]	up-vias
li1	-	-	98
met1	3.140	362	86
met2	2.408	205	10
met3	1.364	60	0
met4	0.3521	0	0
met5	0	0	-
==> power by group through the flow <==
stage	registers (uW)	clock network, uW	logic (uW)
CTS	148	185	6.95
global route	148	201	7.45
finish	148	178	6.81
Power figures rest on the tool's default switching activity, not on a simulated workload.
